## design/flow/run.sh

```bash
#!/bin/bash
# OpenROAD 26Q1-2900-gdf79404cd8, Yosys 0.63+post, stock flow scripts
make -C /OpenROAD-flow-scripts/flow DESIGN_CONFIG=/design/flow/config.mk WORK_HOME=/design/flow/orfs finish
```

## design/flow/config.mk

```make
export PLATFORM = sky130hd
export DESIGN_NAME = alu
export DESIGN_NICKNAME = alu
export VERILOG_FILES = /design/flow/design.v
export SDC_FILE = /design/flow/constraint.sdc
export NUM_CORES = 4
export LEC_CHECK = 1
export CORE_UTILIZATION = 30
```

## design/flow/constraint.sdc

```tcl
current_design alu

set clk_period 12.2
set clk_io_pct 0.2

create_clock -name clk0 -period $clk_period

set non_clock_inputs [all_inputs -no_clocks]
set_input_delay [expr $clk_period * $clk_io_pct] -clock clk0 $non_clock_inputs
set_output_delay [expr $clk_period * $clk_io_pct] -clock clk0 [all_outputs]
```

## design/flow/design.v

```verilog
module alu(
    input reset,                      
    input [7:0] primary_operand,      
    input [7:0] secondary_operand,    
    input [3:0] cmnd,                 
    output reg [15:0] result,         
    output reg [2:0] flags            
);
always @(*) begin
    if (reset == 1'b0) begin
        result = 16'd0;
        flags = 3'b000;
    end 
    else begin
        case (cmnd)
            4'b1100: begin
                result[7:0] = secondary_operand;
                flags[1] = 1'b0;   
                flags[0] = result[7];
            end
            4'b0001: begin
                {flags[1], result[7:0]} = primary_operand + secondary_operand;
                flags[0] = result[7];
            end
            4'b0010: begin
                {flags[1], result[7:0]} = primary_operand - secondary_operand;
                flags[0] = result[7];
            end
            4'b0011: begin
                result[15:0] = primary_operand * secondary_operand;
                flags[1] = 1'b0;
                flags[0] = result[15];
            end
            4'b0100: begin
                result[7:0] = primary_operand & secondary_operand;
                flags[1] = 1'b0;
                flags[0] = result[7];
            end
            4'b0101: begin
                result[7:0] = primary_operand | secondary_operand;
                flags[1] = 1'b0;
                flags[0] = result[7];
            end
            4'b0110: begin
                result[7:0] = primary_operand >> 1;
                flags[1] = primary_operand[0];
                flags[0] = result[7];
            end
            4'b0111: begin
                result[7:0] = primary_operand << 1;
                flags[1] = primary_operand[7];
                flags[0] = result[7];
            end
            4'b1001: begin
                result[7:0] = primary_operand >>> 1;
                flags[1] = primary_operand[0];
                flags[0] = result[7];
            end
            4'b1010: begin
                result[7:0] = primary_operand <<< 1;
                flags[1] = primary_operand[7];
                flags[0] = result[7];
            end
            4'b1011: begin
                result[7:0] = ~primary_operand + 1'b1;   
                flags[1] = 1'b0;
                flags[0] = result[7];
            end
            4'b1000: begin
                result[7:0] = ~primary_operand;
                flags[1] = 1'b0;
                flags[0] = result[7];
            end
            default: begin
                result = 16'd0;
                flags = 3'b000;
            end
        endcase
    end
    if (cmnd == 4'b0011) begin
        flags[2] = (result[15:0] == 16'd0) ? 1'b1 : 1'b0;
    end else begin
        flags[2] = (result[7:0] == 8'd0) ? 1'b1 : 1'b0;
    end
end
initial begin
    $dumpfile("ooo.vcd");
    $dumpvars(0);
end
endmodule
```

==> results_slide.txt <==
Implementation Results

Final timing
  – Final Slew Violations: 0
  – Endpoints left unconstrained: 16
  – Fmax achieved: 0.0924 GHz
  – Final critical-path share of the clock period: 88.7%
  – Post-route worst setup slack: 1.38 ns
  – Tightest hold margin: 6.06 ns
  – Setup repair after global routing missed its margin: false
  – Crit path time final: 10.82 ns
  – Final hold vios: 0
  – Number of register pins that no clock reaches: 8
  – Worst-margin pin slew: 0.912 ns
  – Headroom to the max-slew limit: 39.0%
  – TNS Setup: 0 ns
  – Final setup violation count: 0

Final layout
  – Max FFs per register: 8
  – Final cell utilization of the core: 34.9%
  – Cell area after layout: 0.00462 mm^2
  – Layout area overhead: 13.3%
  – Share of post-route cells with drive strength above 1: 3.67%

Floorplanning
  – Die span in x: 119 um
  – Number of placed I/O pins: 40
  – Die H: 119 um
  – Core area: 0.0132 mm^2
  – Site Rows: 42
  – Core Util at FP: 30.8%
  – Chip Area: 0.0141 mm^2

Global route
  – Met3 Use GR: 2.41%
  – Largest net degree at the start of global routing: 35
  – Routing usage on met1: 28.7%
  – Most Used Layer, Global Route: met2
  – Initial antenna violation count: 0
  – Global-route wire length before repair: 21,100 um
  – Global routing usage summed across all routing layers: 19.6%
  – Number of global-route vias before repair: 4,020
  – Gr ovfl total: 0
  – M2 GR Usage: 30.5%

Synthesis
  – Most common cell in the netlist: nor2_1
  – Cell type with the largest total area: ha_1
  – Yosys warns: 3
  – Post-synthesis average cell area: 7.44 um^2
  – Distinct cell type count of the synthesized netlist: 77
  – Post-synthesis async set-or-reset flop share: 0%
  – Top cells by area in the synthesized netlist: ha_1, fa_1, nor2_1
  – Number of standard cells reported by yosys: 548
  – Most common library cells after synthesis: nor2_1, inv_1, ha_1
  – Chip area line of the yosys report: 0.00408 mm^2
  – Count of library flops with an enable pin: 0
  – Number of flip-flops and latches in the synthesized netlist: 8
  – Fraction of synthesized cell area taken by the top area cell type: 18.7%
  – Number of standard cells after synthesis: 548
  – Area of the mapped netlist: 0.00408 mm^2
  – Leading register cell type out of synthesis: dlxtn_1

Route
  – Ant diodes: 0
  – Total via count after detailed routing: 4,126
  – Wire per inst: 17.4 um
  – Detailed-routing iteration count for the pre-antenna-repair pass: 5
  – Antenna-violating nets left: 0
  – Via density per instance: 5.52
  – Detailed router's first-iteration violation count: 355
  – Routed WL: 13,000 um
  – Drc violations: 0

Power and ir drop
  – Part of the total power dissipated in sequential elements: 0.7%
  – Net switching power figure: 0.186 mW
  – Maximum vdd drop: 48.7 uV
  – Internal power: 0.142 mW
  – Areal power density over the cells: 71.1 mW/mm^2
  – Leakage component of the power: 2.08 nW
  – Switching fraction of total power: 56.7%
  – Logic gate share of total power: 99.3%
  – Part of the total power dissipated in the clock network: 0%

Worst setup path
  – Endpoint kind of the worst setup timing path: output port
  – Critical path class: primary input to output port
  – Type of origin of the critical path: primary input
  – Arrival time at the worst endpoint: 8.38 ns
  – Worst Path Required: 9.76 ns
  – Largest fanout on the critical path: 10

Job
  – Number of max-cap violations: 0
  – Stage-log warning count: 48

Placed design
  – HPWL reported at the end of detailed placement: 10,500 um
  – Area after DPL: 0.00462 mm^2
  – Post-Place Setup Slack: 1.42 ns
  – Buffers added on ports: 40
  – Final GP Congestion: 0.967

Clock network
  – Hold buffers post-CTS: 0
  – Number of buffers added for setup after CTS: 0
  – # resized after CTS: 0

Status
  – Run status: finished clean

Min path
  – Worst min-delay path category: primary input to output port
==> cell type report <==
cell class | instances | area, um^2
tap | 176 | 220
sequential | 8 | 120
multi-input combinational | 440 | 3540
timing repair buffer | 46 | 445
fill | 1395 | 8620
inverter | 78 | 294
==> power by group through the flow <==
| stage | sequential, mW | clock (mW) | combinational (mW) |
|---|---|---|---|
| 4_1_cts | 0.00243 | 0 | 0.326 |
| 5_1_grt | 0.00251 | 0 | 0.371 |
| 6_report | 0.00242 | 0 | 0.326 |
==> through the flow <==
stage	power [mW]	std cells
final	0.328	748
after global routing	0.374	748
after CTS	0.328	748
after detailed placement	0.325	748
after global placement	0.326	748
after floorplan	0.246	548
==> worst paths after layout <==
check,end,slack [ns],startpoint,depth (start not counted)
max,flags[2],1.38,primary_operand[2],19
min,flags[0],6.06,reset,3
==> layout by cell type (no fill, tap or decap), types with 8 or more instances in the layout <==
master	Yosys	final
nor2_1	84	84
clkdlybuf4s50_1	0	40
a31oi_1	10	10
a21oi_1	26	26
fa_1	38	38
dlxtn_1	8	8
nand3_1	8	8
nand2_1	40	40
nand2b_1	10	10
clkinv_1	8	8
ha_1	61	61
xnor2_1	9	9
o21ai_0	23	23
inv_1	69	69
nor3_1	12	12
o22ai_1	9	9
==> cell families (layout without fill, tap and decap cells) <==
group | Yosys count | in the layout | share of synthesized area (%)
compound gates | 130 | 130 | 22.2
xor+xnor | 13 | 13 | 2.79
fa+ha+maj | 99 | 99 | 37.4
buf+inv | 100 | 124 | 10.2
latches | 8 | 8 | 2.95
mux | 8 | 8 | 2.03
simple gates | 190 | 190 | 22.4
==> per-layer routing <==
metal | vias to the layer above | share of wire (%)
met5 | - | 0
met4 | 0 | 3.4
met3 | 30 | 7.1
met2 | 179 | 45
met1 | 1966 | 45
li1 | 1951 | -
==> critical path, cell delays in order <==
cell and delay, ns:
clkdlybuf4s50_1 0.71, clkinv_1 0.43, nor2_1 0.25, fa_1 0.47, fa_1 0.51, fa_1 0.54, inv_1 0.05, fa_1 0.52
inv_1 0.04, ha_1 0.32, o21a_1 0.19, o21ai_0 0.25, o2bb2ai_1 0.21, o21ai_0 0.19, a31oi_1 0.23, xnor2_1 0.17
nor2_1 0.09, nor4_2 0.24, clkdlybuf4s50_1 0.50
Power figures rest on the tool's default switching activity, not on a simulated workload.
