`./config.mk`:
```
export PLATFORM = sky130hd
export DESIGN_NAME = alu_latch
export DESIGN_NICKNAME = alu_latch
export VERILOG_FILES = /design/flow/design.v
export SDC_FILE = /design/flow/constraint.sdc
export NUM_CORES = 4
export LEC_CHECK = 1
export CORE_AREA = 10 10 87 87
export DIE_AREA = 0 0 97 97
```
`./design.v`:
```
module alu_latch(
    input clock,                
    input reset,                
    input store_high,           
    input store_low,            
    input grab,                 
    input [15:0] alu_result,    
    input [2:0] flags_in,       
    output reg [7:0] data_out,  
    output reg [2:0] flags_out   
);
reg [15:0] alu_value;
always @(posedge clock) begin
    if (reset == 1'b0) begin
        alu_value <= 16'd0;       
        flags_out <= 3'd0;
    end
    else if (grab == 1'b1) begin  
        alu_value <= alu_result;  
        flags_out <= flags_in;    
    end
end
always @* begin
    if (store_high == 1'b1) begin  
        data_out = alu_value[15:8];
    end
    else if (store_low == 1'b1) begin  
        data_out = alu_value[7:0];
    end
    else begin
        data_out = 8'hzz;  
    end
end
endmodule
```
`./run.sh`:
```
#!/bin/bash
# OpenROAD 26Q1-2900-gdf79404cd8, Yosys 0.63+post, stock flow scripts
make -C /OpenROAD-flow-scripts/flow DESIGN_CONFIG=/design/flow/config.mk WORK_HOME=/design/flow/orfs finish
```
`./constraint.sdc`:
```
current_design alu_latch

set clk_period 1.0
set clk_io_pct 0.2

create_clock -name clk0 -period $clk_period [get_ports {clock}]

set non_clock_inputs [all_inputs -no_clocks]
set_input_delay [expr $clk_period * $clk_io_pct] -clock clk0 $non_clock_inputs
set_output_delay [expr $clk_period * $clk_io_pct] -clock clk0 [all_outputs]
```
==> flow_summary.yaml <==
# generated from flow reports
floorplanning:
  fp-utilization: 0.145
  num_rows: 27
  io_pins: 35
  die_h_um: 97
  core_mm2: 0.00564
  fp.dieW_um: 97
  dieArea_mm2: 0.00941
sta:
  hold_viol_final: 0
  slew_headroom: 0.878
  setup_ws_ns: -0.156
  tightest_slew_ns: 0.182
  setup_viol_count_final: 8
  holdWs_ns: 0.513
  fin_crit_ns: 1.16
  slew_violations: 0
  period_used_share: 1.16
  tns_ns: -1.15
  rsz0062_at_grt: "yes"
  skew_ns: 0
  fmax_mhz: 865
grt:
  globalRouteOverflowTotal: 0
  grt_use_met3: 0.0222
  grt_use_met2: 0.0660
  grt_usage: 0.0524
  grt.busiest_layer: "met1"
  grt_pass1_vias: 710
  grt_start_max_net_pins: 12
  grtUsageMet1: 0.0810
  antenna_found_initial: 0
  grt_pass1_wl_mm: 4.08
power:
  p_int_uw: 1350
  pwr-share-comb: 0.211
  switching_power_uw: 384
  p_sw_frac: 0.221
  peakVddDrop_mv: 0.362
  power_uw: 1740
  seqPwrFrac: 0.478
  leakage_uw: 0.000641
  power.share.clock: 0.311
  powerDensity_mw_per_mm2: 1200
critical_path:
  worstSetupStartpoint: "alu_value[4]"
  worstSetupEndpoint: "data_out[4]"
  cp_max_fo: 2
  rr_worst_depth: 4
  worstSetupPathType: "flop to output pin"
  r2r-start: "alu_value[3]"
  worst_ep_required_time_ns: 0.80
  endpoint_kind: "output pin"
  reg2reg_slack_ns: 0.17
  startpoint_type: "flop"
  reg2reg_to: "alu_value[3]"
  arrival_ns: 0.96
clocking:
  clk_pin_slew_worst_paths_ns: 0.08
  htreeDepth: 1
  cts-root-buf: "clkbuf_8"
  tritoncts: "yes"
  cts_buffers: 3
  clk_latency_ns: 0.25
  clock_path_buffers: 2
  cts.sinks: 19
run_status:
  outcome: "complete, but fails checks"
  violations: "setup timing"
cells_and_area:
  seq_area_um2: 397
  nFillCells: 591
  drive_above_1_share: 0.415
  final_core_util: 0.257
  area_growth_pct: 76.8
  comb_area_um2: 422
min_path:
  hold_start: "flags_out[2]"
  hp-class: "flop to flop"
  worstHoldPathCells: 2
placement:
  io_buffer_count: 33
  globalplace.congestion: 0.720
  dp_hpwl_mm: 1.76
run:
  maxCapViolations: 0
  warning_count: 28
routing:
  viasPerCell: 3.46
  via_count: 657
  drt_iter0_drc: 9
  detail_route.first_pass.iterations: 2
  antenna_cells: 0
  antenna_left: 0
  wire_per_inst_um: 13.0
  drc: 0
  routed_wl_mm: 2.48
yosys:
  yosysSeqAreaShare: 0.464
  synth-area-yosys_um2: 820
  synth_area_per_cell_um2: 11.9
  synthDistinctLibCells: 8
  syn_inst: 69
  ys_cells: 69
  yosysWarnings: 2
  syn_area_um2: 820
  ys.flops: 19
==> kinds of logic after synthesis <==
| kind of cell | Yosys count | synth area share |
|---|---|---|
| muxes | 27 | 0.342 |
| DFF | 19 | 0.464 |
| and+or+nand+nor | 19 | 0.145 |
| buffers and inverters | 4 | 0.0488 |
==> synth_stat cells, drive strengths merged <==
library cell | number | share of area
buf | 3 | 0.044
mux2 | 8 | 0.11
nor2b | 19 | 0.15
mux2i | 19 | 0.23
clkbuf | 1 | 0.0046
dfxtp | 19 | 0.46
==> worst min-delay path by stage <==
| stage | endpoint |
|---|---|
| CTS | alu_value[4] |
| global route | alu_value[9] |
| finish | flags_out[2] |
==> power groups by stage <==
stage	Combinational (µW)	Clock, µW	Sequential (µW)
4_1_cts	356	566	828
5_1_grt	403	590	836
6_report	367	541	831
==> layout make-up <==
cell class | instances | share of cell area
Timing Repair Buffer | 49 | 0.342
Multi-Input combinational cell | 46 | 0.291
Sequential cell | 19 | 0.274
Tap cell | 72 | 0.0622
Clock buffer | 4 | 0.0311
==> per-stage QoR <==
stage,instances,area (µm²),setup WS (ns)
after global placement,179,1290,-0.823
final,190,1450,-0.156
after floorplan,69,820,0.119
after detailed placement,179,1290,-0.816
after global routing,190,1450,-0.188
after CTS,190,1410,-0.168
==> state kept, by name, indices dropped and copies added (netlist names) <==
name       cells
flags_out      3
alu_value     16
==> cells in the final DEF (no fill, tap or decap) <==
cell and count:
dfxtp_1 6, buf_12 2, mux2_2 2, mux2_4 6
clkbuf_8 3, dlygate4sd2_1 1, buf_2 3, buf_4 12
clkdlybuf4s50_1 20, buf_6 7, dfxtp_2 13, mux2i_1 19
bufbuf_16 1, clkdlybuf4s15_1 3, clkbuf_1 1, nor2b_1 19
==> worst max-delay path, stage by stage, from the launching register on <==
cell	delay, ns
dfxtp_2	0.33
mux2_4	0.27
buf_6	0.11
==> layer usage <==
metal / share of wire / wire length [µm]
met5: 0 / 0
met3: 0.087 / 216
met2: 0.39 / 971
met1: 0.52 / 1280
met4: 0.0040 / 10
==> repair_timing <==
action	4_1_cts	5_1_grt
endpoints found under the setup margin	30	8
buffers inserted	6	0
resized	52	10
cloned	1	0
hold buffers	0	0
No activity file was given, so power comes from the tool's default toggle rates.
