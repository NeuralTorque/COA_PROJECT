[flow/config.mk]
export PLATFORM = sky130hd
export DESIGN_NAME = generalpurpose_registers
export DESIGN_NICKNAME = generalpurpose_registers
export VERILOG_FILES = /design/flow/design.v
export SDC_FILE = /design/flow/constraint.sdc
export NUM_CORES = 4
export LEC_CHECK = 1
export CORE_UTILIZATION = 40
[flow/constraint.sdc]
current_design generalpurpose_registers

set clk_period 2.0
set clk_io_pct 0.2

create_clock -name clk0 -period $clk_period [get_ports {clock}]

set non_clock_inputs [all_inputs -no_clocks]
set_input_delay [expr $clk_period * $clk_io_pct] -clock clk0 $non_clock_inputs
set_output_delay [expr $clk_period * $clk_io_pct] -clock clk0 [all_outputs]
[flow/design.v]
module generalpurpose_registers(
    input clock,
    input reset,
    input read_data,
    input write_data,
    input [2:0] input_select,
    input [2:0] output_select,
    input [2:0] alu_output_select,
    inout [7:0] data_bus,
    output reg [7:0] alu_primary_value
);
reg [7:0] registers[7:0];
reg [7:0] output_value;
integer i;
always @(posedge clock) begin
    if (reset == 1'b0) begin
        for (i = 0; i < 8; i = i + 1) begin
            registers[i] <= 8'd0;
        end
    end
    else if (read_data == 1'b1) begin
        registers[input_select] <= data_bus;  
    end
end
assign output_value = registers[output_select];            
assign alu_primary_value = registers[alu_output_select];  
assign data_bus = write_data ? output_value : 8'hzz;     
endmodule
[flow/run.sh]
#!/bin/bash
# OpenROAD 26Q1-2900-gdf79404cd8, Yosys 0.63+post, stock flow scripts
make -C /OpenROAD-flow-scripts/flow DESIGN_CONFIG=/design/flow/config.mk WORK_HOME=/design/flow/orfs finish
==> flow_metrics.tcl <==
# flow metrics
set metrics [dict create \
    cts.root.buffer_cell "clkbuf_8" \
    antenna_violations_before_repair 0 \
    rr_endpoint "registers[2][2]" \
    cell_area_leaders "edfxtp_1 54%, mux4_1 11%, nor3_1 9.0%" \
    wirelength_um 8880 \
    power.combinational.fraction_pct 18.6 \
    detailroute.wirelength.met3_um 993 \
    timing.final.ws_setup_ns -0.0364 \
    track_usage_pct 22.3 \
    hold_ws_ns 0.829 \
    fin_cells 433 \
    total_leakage_power_nw 1.80 \
    core_um2 8380 \
    syn-cell-area_um2 3540 \
    timing.hold.worst_endpoint "registers[0][7]" \
    insertedDiodeCount 0 \
    cell_total_after_placement 413 \
    clkLatencyLatePin_ns 0.34 \
    floorplan.die_area_um2 9240 \
    first_pass_grt_wire_length_um 13500 \
    globalRoute.totalOverflow 0 \
    worst_setup_path_start_kind "register" \
    ctsLongestPathBuffers 2 \
    tritoncts "done" \
    crit_path_end_kind "output port" \
    power_switching_mw 0.761 \
    layout_top_registers "registers (64)" \
    timing.fmax_mhz 491 \
    slowest_stage "mux4_2" \
    min_path_type "in2reg" \
    p_clk_share_pct 32.1 \
    report.final.hold_viol_count 0 \
    cp_top_family "multiplexers" \
    yosys.stat.seqShare_pct 54.2 \
    flip_flops_with_a_built_in_enable 64 \
    holdCritStartpoint "output_select[1]" \
    reg2reg_setup_slack_ns 0.60 \
    port_buffers 19 \
    die_w_um 96.1 \
    detailed_place_hpwl_um 5840 \
    synthesis.instances 254 \
    cp_cell_sequence "mux4_2, mux2_4, buf_2" \
    worst-setup-path-type "reg2out" \
    ys_top_cells_by_count "64 x edfxtp_1, 64 x nor3_1, 24 x mux2_2" \
    maxUsedRoutingLayer "met4" \
    largest_register_ffs 64 \
    maximum_capacitance_violations 0 \
    cts.htree.levels 3 \
    routedWlPerCell_um 20.5 \
    maxSlewViolCount 0 \
    crit_buf_inv 1 \
    violations_in_the_final_reports "setup timing" \
    postSynth.asyncResetShare_pct 0 \
    share_seq_of_total_power_pct 49.4 \
    post_cts_hold_buffer_count 0 \
    drtIter0Drc 85 \
    warnings 28 \
    transition_time_at_the_pin_with_the_least_slew_margin_ns 0.257 \
    fraction_of_layout_instances_using_a_drive_strength_above_1_pct 40.2 \
    timing.reg2reg.worst_path_depth 4 \
    fp_util_pct 42.3 \
    internal-power_mw 2.41 \
    timing.setup.tns_ns -0.102 \
    ant_nets 0 \
    ys_types 22 \
    synth_largest_type_area_fraction_pct 54.2 \
    floorplan.rows 33 \
    min_period_over_period_pct 102 \
    worst_r2r_startpoint "registers[5][2]" \
    vias_per_cell 5.69 \
    cts_sinks 64 \
    setup_violating_endpoint_count_in_the_final_report 6 \
    ys_chip_area_um2 3540 \
    yosysWarnings 4 \
    netSwitchingFraction_pct 24.0 \
    cts.reportedPaths.clkPinSlew_ns 0.06 \
    cts-buffers-inserted 9 \
    pwr_density_cell_nw_per_um2 699 \
    status "finished with violations" \
    i_o_pin_cnt 29 \
    ys.flops 64 \
    yosys_most_used_dff "edfxtp_1" \
    crit_path_max_fanout 2 \
    via_count 2463 \
    top_register "registers" \
    drc 0 \
    flow.area_growth_from_synthesis_pct 28.0 \
    largest_area_cell "edfxtp_1" \
    worst-endpoint-required_ns 1.60 \
    gpl.final_weighted_congestion 0.817 \
    met2RoutedLength_um 4190 \
    critical_path.max_stage_delay_ns 0.49 \
    setup_repair_after_global_routing_missed_its_margin "true" \
    finalWorstPathRequiredPeriod_ns 2.04 \
    cp.arrival_ns 1.64 \
    grt_pass1_vias 2563 \
    postSynthAreaPerCell_um2 14.0 \
    drt-met1-wl_um 3530 \
    hold-path-cell-count 5 \
    max_slew_margin_pct 82.4 \
    die.size.y_um 96.1 \
    grt_start_max_net_pins 30 \
    detail_route.first_pass.iterations 4 \
    ys_cells 254 \
    finClkSkew_ns 0.00757 \
    power.ir.vdd_worst_uv 288 \
]
==> worst register-to-register path: stages, from the launching register on <==
cell and delay (ns):
edfxtp_1 0.41, mux2_2 0.29, o22ai_2 0.20, buf_4 0.19, nor3_1 0.06
==> power groups by stage <==
stage         Combinational (mW)  Sequential [mW]  Clock [mW]
global route               0.629             1.57        1.08
CTS                        0.575             1.57        1.03
finish                     0.589             1.57        1.02
==> final cells by class <==
class                      instances  area [µm²]
sequential                        64        1920
tap                              105         131
clock inverter                     6        50.0
clock buffer                      10         128
fill                             681        3840
timing repair buffer              79         818
multi-input combinational        169        1490
==> routing by layer <==
metal  GRT usage [%]  vias up
li1                -     1143
met3            7.95       12
met2            35.2      120
met5               0        -
met1            32.5     1188
met4            3.36        0
==> repair_timing <==
item                                    4_1_cts  5_1_grt
gates cloned                                  2        0
buffers inserted                              1        1
gates resized                                58       10
endpoints found under the setup margin       10       15
endpoints found under the hold margin         0        0
==> cells by family (layout without fill, tap and decap cells) <==
family / count (synthesis) / in the layout / synth area share, %
buffers and inverters: 21 / 95 / 3.74
and+or+nand+nor: 97 / 97 / 13.1
muxes: 56 / 56 / 23.9
DFF: 64 / 64 / 54.2
AOI/OAI and AO/OA: 16 / 16 / 5.05
==> per-stage QoR <==
stage | power, mW | setup slack [ns] | util [%] | cell area [µm²]
after floorplan | 1.87 | 0.190 | - | 3540
after global placement | 2.14 | -0.803 | 51.3 | 4300
after detailed placement | 2.14 | -0.808 | 51.3 | 4300
after CTS | 3.17 | -0.0456 | 53.6 | 4490
after global routing | 3.28 | -0.0718 | 54.1 | 4540
final | 3.17 | -0.0364 | 54.1 | 4540
==> placed cells by master (no fill, tap or decap), types with 4 or more instances in the layout <==
| cell | n |
|---|---|
| nor3_1 | 64 |
| edfxtp_1 | 64 |
| buf_4 | 46 |
| mux2i_1 | 16 |
| mux2_2 | 16 |
| mux4_2 | 15 |
| nand2_1 | 15 |
| buf_12 | 12 |
| nor2_1 | 10 |
| clkbuf_8 | 9 |
| mux2_4 | 8 |
| o22ai_2 | 7 |
| a22o_1 | 6 |
| clkdlybuf4s50_1 | 6 |
| buf_2 | 5 |
| buf_6 | 5 |
| clkinv_1 | 4 |
==> worst max path at each step <==
stage	start	end	slack (ns)	cells after the start
after CTS	registers[3][1]	alu_primary_value[1]	-0.05	3
after global routing	registers[3][1]	alu_primary_value[1]	-0.07	3
final	registers[3][3]	alu_primary_value[3]	-0.04	3
Power and IR drop assume default switching activity.
